<file path="./config.mk">
export PLATFORM = sky130hd
export DESIGN_NAME = top1
export DESIGN_NICKNAME = top1
export VERILOG_FILES = /design/flow/design.v
export SDC_FILE = /design/flow/constraint.sdc
export NUM_CORES = 4
export LEC_CHECK = 1
export CORE_UTILIZATION = 50
</file>
<file path="./run.sh">
#!/bin/bash
# OpenROAD 26Q1-2900-gdf79404cd8, Yosys 0.63+post, stock flow scripts
make -C /OpenROAD-flow-scripts/flow DESIGN_CONFIG=/design/flow/config.mk WORK_HOME=/design/flow/orfs finish
</file>
<file path="./design.v">
`timescale 1ns / 1ps
module APB(
input PRESETn,
input PCLK,
input PENABLE,
input PSEL,
input PWRITE,
input [7:0] PWDATA,
input [7:0] out,
output reg  [7:0] timer_in,
output reg [7:0] PRDATA
 );  
parameter idle=2'b00,setup=2'b01,write=2'b10,read=2'b11;
reg[1:0] next_state,current_state;
always@(posedge PCLK,negedge PRESETn)
begin
if(!PRESETn)
begin
current_state<=idle;
end
else
begin
current_state<=next_state;
end
end
always@(posedge PCLK)begin
case(current_state)
idle:
begin
if(PSEL)
begin
next_state<=setup;
end
else
begin
next_state<=idle;
end
end
setup:
begin
if(PSEL == 1'b1 && PENABLE ==1'b0 && PWRITE == 1'b1)
begin
next_state<=write;
end
else
begin
next_state<=read;
end
end
write:
begin
if(PSEL == 1'b1 && PENABLE == 1'b1 && PWRITE==1'b1)
begin
timer_in = PWDATA;
end
else
begin
next_state <= setup;
end
end
read:
begin
if(PSEL == 1'b1 && PENABLE == 1'b1 && PWRITE==1'b0)
begin
PRDATA <= out;
end
else
begin
next_state <= setup;
end
end
default:
begin
 next_state<=idle;
end
endcase
end
endmodule
`timescale 1ns / 1ps
module comparator ( trig, timer_in,rstn,out,newclk_k);
parameter word_size=8;
input [word_size-1:0] timer_in ,out;
input newclk_k;
output reg trig=1'b0;
output reg rstn=1'b1;
always@(posedge newclk_k) begin
if(timer_in == out)begin
trig=1'b1;
end
else
trig=1'b0;
if(trig == 1'b1)begin
rstn=1'b0;
end
else
rstn=1'b1;
end
endmodule
`timescale 1ns / 1ps
module counter1(
input newclk_k,
input rstn,
output reg [7:0]out=0 
);
always @ (posedge newclk_k)
begin
if(rstn==0)
begin
out<=0;
end
else
begin
out<=out+1'b1;
end
end
endmodule
`timescale 1ns / 1ps
module prescaler (PCLK,newclk_k);
input PCLK;
reg newclk=0;
output reg newclk_k=0;
reg [15:0] count=16'b0;
reg [8:0] count_n=9'b0;
always @(posedge PCLK)
begin
count = count+16'd1;
newclk = count[15];
end
always @(posedge newclk)
begin
count_n = count_n+9'd1;
newclk_k=count_n[8];
end
endmodule
`timescale 1ns / 1ps
module prescaler1 (PCLK_k,PCLK);
input PCLK_k;
output reg PCLK=0;
reg [1:0] count_k=2'b0;
always @(posedge PCLK_k)
begin
count_k = count_k+2'd1;
PCLK = count_k[1];
end
endmodule
`timescale 1ns / 1ps
module top1(
input PCLK_k,
input PRESETn,
input PSEL,
input PENABLE,
input PWRITE,
input [7:0] PWDATA,
output trig,
output [7:0] PRDATA
);
wire rstn;
wire PCLK;
wire [7:0] timer_in;
wire newclk_k;
wire [7:0] out;
prescaler1 prescaler1 (
    .PCLK_k(PCLK_k),
    .PCLK(PCLK)
    );
APB apb (
    .PCLK(PCLK),
    .PRESETn(PRESETn),
    .PENABLE(PENABLE),
    .PSEL(PSEL),  
    .PWRITE(PWRITE),
    .PWDATA(PWDATA),
    .timer_in(timer_in),
    .PRDATA(PRDATA),
.out(out)
    );
prescaler prescaler (
.PCLK(PCLK),
.newclk_k(newclk_k)
);
counter1 counter1 (
.newclk_k(newclk_k),
.rstn(rstn),
.out(out)
);
comparator comparator(
        .trig(trig),
 .timer_in(timer_in),
 .out(out),
 .rstn(rstn),
.newclk_k(newclk_k)
);
endmodule
</file>
<file path="./constraint.sdc">
current_design top1

set clk_period 1.2
set clk_io_pct 0.2

create_clock -name clk0 -period $clk_period [get_ports {PCLK_k}]

set non_clock_inputs [all_inputs -no_clocks]
set_input_delay [expr $clk_period * $clk_io_pct] -clock clk0 $non_clock_inputs
set_output_delay [expr $clk_period * $clk_io_pct] -clock clk0 [all_outputs]
</file>
==> run notes <==
Quick summary of the implementation run below.

The number of clock buffers inserted by TritonCTS came out at 3. The data required time of the worst path is 1.30 ns. The maximum VDD drop came out at ~0.00031 V. Across all hold checks on the routed design, the worst slack comes to 0.384 ns. The violation tally recorded at the end of detailed-routing iteration 0 is 67. The most common logic cell in the final layout is sky130_fd_sc_hd__dfxtp_1. The startpoint type of the worst setup path is a register. The run finished with clean final reports. The type of destination of the critical path is a register. The last weighted congestion value of the routability-driven placer is a little under 0.8. The number of register bits inferred by synthesis came out at 57.

Between clock sinks in the finished design, the worst skew comes to 0.00479 ns. For reference, the most critical setup path is categorized as reg2reg. Per STA, the worst path is made up of xor2_1.

The measured slew at the worst slew-check pin is between 0.6 and 0.7 ns. The power density over cell area came out at 165 nW/µm². Fill cells in the final layout number 290. Global routing finished with a remaining overflow of 0. The overall global routing resource usage came out at 15.7%. The library cells used most frequently in the layout, excluding fill and tap cells, are 37 x sky130_fd_sc_hd__dfxtp_1, 21 x sky130_fd_sc_hd__clkdlybuf4s50_1, 19 x sky130_fd_sc_hd__xor2_1. The multi-input combinational cell area is 677 µm². The number of unconstrained endpoints came out at approximately 82. The report lists the number of cells resized after CTS as 0. For this design, the CTS-stage hold fixing added 0 buffers.

The leakage power in the latest report is 0.852 nW. The synthesized netlist was found by Yosys to have 157 cells. Looking at the clock tree report, the maximum root-to-sink buffer count equals 2. The average wire length per cell after detail routing came out at around 12 µm.

Among all flip-flop cells after synthesis, the most frequent one is sky130_fd_sc_hd__dfxtp_1. The proportion of synthesized flip-flops having asynchronous set or reset is ~3.5%. The cell at the slowest stage of the critical path is sky130_fd_sc_hd__dfxtp_1. After detailed routing, the total wire length is ~2700 µm. The initial antenna violation count came out at 0. Cells with a size suffix above 1 make up 4.40% of the layout. Looking at the post-CTS report, the setup buffer insertion count equals 0.

The number of buffers and inverters on the critical path is 0. The number of antenna cells inserted came out at 0. CTS placed an instance of sky130_fd_sc_hd__clkbuf_8 at the clock tree root. The DRC violation count after routing is 0. Summed over all failing endpoints, the final setup total negative slack is 0 ns. The final critical delay including setup and external delays is between 0.5 and 0.6 ns. The count of H-tree levels built during CTS came out at 1. The floorplan step defined a die boundary enclosing 4330 µm².

Compared with the post-synthesis result, the final layout area differs by 15.7%. The longest incremental delay of any stage on the critical path is reported as 0.30 ns. The number of top-level pins came out at 22. After detailed routing, the number of vias per cell comes to 4.99. The overall die height is 65.8 µm. The worst-skew pair later-pin latency is 0.21 ns.

The detailed-router iteration count before antenna repair came out at 6. Along the worst path, the maximum fanout reaches 2. The instance tally after logic synthesis is 157. The area used by sequential logic in the layout came out at 1330 µm². The via count of the first global-routing pass came out at approximately 1.2k. The number of maximum-capacitance violations came out at 0. The final number of hold-violating endpoints is 0. The type recorded for the worst min-delay path is reg2reg. The post-synth tally of flip-flops with integrated enable came out at 18.

On the critical path the data arrives at between 0.6 and 0.7 ns. The cell family contributing the most delay on the critical path is flip-flops. In this run the mean area of a mapped cell was roughly 13 µm².

The warning tally printed by Yosys for this design is 5. The number of failing setup endpoints in the final timing report came out at 0. The chip area in the Yosys report is 2030 µm².

The post-CTS clock slew at the launch and capture registers of the worst setup and hold paths is about 0.03 ns. From left edge to right edge, the die measures 65.8 µm. The core area came out at 3770 µm². The number of register pins that no clock reaches came out at roughly 55. The initialized floorplan defines 22 standard-cell rows. The unique cell type count in the Yosys netlist came out at 22. The normalized max-slew margin came out at between 50% and 60%.

The number of pins exceeding their max-slew limit in the final report is 0. OpenROAD reports that the post-layout worst path occupies 47.3% of the period. TritonCTS built the clock tree. Entering global routing, the biggest net connects 37 pins. Static timing analysis puts the maximum clock frequency at 1760 MHz.

The global-route wire length before repair came out at 5020 µm. The number of logged tool warnings came out at 26. Setup repair after global routing left no endpoint under its margin. The number of port buffers came out at 21. Nets still carrying antenna violations after routing amount to 0. The initial standard-cell utilization of the core is 53.9%.

The overall via count from detail_route is around 1.1k. The cell area after technology mapping came out at 2030 µm². Sequential cells were found to cover approximately 65% of the synthesized design area.

The total half-perimeter wirelength after legalization and detailed placement came out at 2120 µm.
metal layers:
metal  GRT usage [%]  wire (µm)
met4            2.72         30
met5               0          0
met3            1.22         53
met2            25.1       1260
met1            25.7       1360
synth_stat cells, drive strengths merged (4+ instances only):
cell type | number | area share, %
dfxtp | 37 | 36
xor2 | 19 | 8.2
edfxtp | 18 | 27
xnor2 | 17 | 7.3
nand3 | 16 | 4.4
and2 | 8 | 2.5
inv | 7 | 1.3
nor2 | 7 | 1.3
nor4 | 6 | 2.6
and3 | 4 | 1.2
nand4 | 4 | 1.2
registers in the layout, indices dropped and copies added, names as in the netlist:
signal	count
counter1.out	8
prescaler.count_n	8
prescaler1.count_k	1
comparator.trig	1
prescaler.count	15
prescaler.newclk	1
apb.PRDATA	8
apb.current_state	2
prescaler1.PCLK	1
comparator.rstn	1
prescaler.newclk_k	1
apb.next_state	2
apb.timer_in	8
through the flow:
stage	cells	setup slack (ns)	util, %	area, µm²	total power, mW
final	230	0.633	62.4	2350	0.387
after global routing	230	0.604	62.4	2350	0.411
after CTS	230	0.628	62.4	2350	0.395
after detailed placement	227	0.629	61.3	2310	0.125
after global placement	227	0.635	61.3	2310	0.122
after floorplan	157	0.204	-	2030	0.0792
final cells by class:
| class | instances | area share, % |
|---|---|---|
| clock buffer | 3 | 1.75 |
| inverter | 7 | 1.12 |
| multi-input combinational | 93 | 28.8 |
| sequential | 57 | 56.6 |
| tap | 48 | 2.55 |
| timing repair buffer | 22 | 9.25 |
cell families (layout without fill, tap and decap cells):
group                    count (synthesis)  after routing  share of synthesized area [%]
AND-OR/OR-AND                            1              1                          0.246
XOR/XNOR                                36             36                           15.5
adder cells (fa/ha/maj)                  3              3                           1.85
buffers and inverters                    7             32                           1.29
flip-flops                              57             57                           65.4
AND/OR/NAND/NOR                         53             53                           15.7
path summary, 6_finish.rpt:
path	from	endpoint	slack (ns)	cells after the start
worst max-delay path	prescaler1.count_k[0]	prescaler1.PCLK	0.63	1
worst min-delay path	prescaler1.count_k[0]	prescaler1.count_k[0]	0.38	1
worst max register to register	prescaler1.count_k[0]	prescaler1.PCLK	0.63	1
worst min register to register	prescaler1.count_k[0]	prescaler1.count_k[0]	0.38	1
power breakdown:
part | leakage [nW] | switching, mW | total, mW | internal [mW]
registers | 0.482 | 0 | 0.0735 | 0.0735
logic | 0.348 | 0.0134 | 0.0496 | 0.0362
clock network | 0.0216 | 0.0522 | 0.264 | 0.212
total | 0.852 | 0.0656 | 0.387 | 0.322
Power figures rest on the tool's default switching activity, not on a simulated workload.
