==> design/flow/config.mk <==
export PLATFORM = sky130hd
export DESIGN_NAME = counter2
export DESIGN_NICKNAME = counter2
export VERILOG_FILES = /design/flow/design.v
export SDC_FILE = /design/flow/constraint.sdc
export NUM_CORES = 4
export LEC_CHECK = 1
export CORE_AREA = 10 10 72 72
export DIE_AREA = 0 0 82 82
==> design/flow/constraint.sdc <==
current_design counter2

set clk_period 1.9
set clk_io_pct 0.2

create_clock -name clk0 -period $clk_period [get_ports {newclk_k}]

set non_clock_inputs [all_inputs -no_clocks]
set_input_delay [expr $clk_period * $clk_io_pct] -clock clk0 $non_clock_inputs
set_output_delay [expr $clk_period * $clk_io_pct] -clock clk0 [all_outputs]
==> design/flow/design.v <==
`timescale 1ns / 1ps
module counter2(
input newclk_k,
input [7:0] c_enable,
output reg [7:0]store=0
);
reg [7:0]out1=0;
always @ (posedge newclk_k)
begin
if(c_enable==0)
begin
out1 <= out1+1'b1;
end
else if(c_enable==1)
begin
store <= out1;
end
end
endmodule
==> design/flow/run.sh <==
#!/bin/bash
# OpenROAD 26Q1-2900-gdf79404cd8, Yosys 0.63+post, stock flow scripts
make -C /OpenROAD-flow-scripts/flow DESIGN_CONFIG=/design/flow/config.mk WORK_HOME=/design/flow/orfs finish
==> changes_impl.md <==
### Metrics

* HPWL Detailed at ~760 um
* Met2 global-route usage at 4.31%
* Most crowded layer after global routing: met2
* Pre-Place Util at about 17%
* Clock power share at between 30% and 40%
* Worst Setup End Kind: register
* Part of the power in combinational logic at about 3.0%
* Global placement routability congestion at between 0.7 and 0.8
* Count of tool warnings at 25
* Yosys stat cell total at 37
* Critical path data arrival time at ~1500 ps
* Flops & latches, synth at 16
* Total power per unit cell area at roughly 720 nW/um^2
* Internal power component at 542 uW
* Total global-route track usage at slightly above 3%
* Site Rows at 22
* Count of instances resized after the clock tree is built at 0
* Share of layout cells above drive strength 1 at roughly a tenth
* Post-Synthesis Cell Area at just over 600 sq um
* Number of warnings printed during yosys synthesis at 1
* Max-capacitance violation count at 0
* Cell count of the worst reg-to-reg path at 3
* Top Family by Delay on Critical Path: simple AND/OR/NAND/NOR gates
* Total core area at 3690 sq um
* Largest driver fanout on the critical path at 8
* Final antenna-violating net count at 0
* Maximum achievable frequency at approximately 0.64 GHz
* Total gr overflow at 0
* Part of the Yosys area used for sequential elements at between 70% and 80%
* Combined buffer and inverter count along the critical path at 1
* Drt initial violations at 21
* Number of distinct library cell variants in the gate-level netlist after synthesis at 13
* Headroom to the max-slew limit at approximately four fifths
* Met1 track utilization from global routing at about 3.8%
* Die X-Extent at about 80 um
* Via count of the routed design at about 370
* Mapped Cells at 37
* Leakage component of the power at a little under 0.3 nW
* Total clock sinks at 16
* Synthesis-to-finish area growth at 43.9%
* Worst hold-check slack at ~480 ps
* Number of input and output port buffers inserted at 16
* Setup Fix Bufs, Post-CTS at 0
* Cells along the critical path: clkdlybuf4s50_1, nor4_1, and3_1
* Start point of the worst min-delay path: out1[7]
* Type of the setup path with the least slack: primary input to register
* Setup violators final at 0
* Final tally of hold violations at 0
* Outcome: completed
* Clock-pin slew reported for the worst setup and hold paths after clock tree synthesis at ~60 ps
* Total power after layout at between 600 and 700 uW
* Start of the worst register-to-register path: out1[2]
* Chip Height at about 80 um
* Least-Margin Pin Slew at 316 ps
* Crit path time final at roughly 1600 ps
* Area of the die at between 6000 and 7000 sq um
* Setup clock skew after layout at 2.61 ps
* Setup ws final at between 300 and 400 ps
* Post-Route Setup TNS at 0 ps
* Sequential fraction of design power at 59.2%
* Clock tree from TritonCTS: yes
* Instance count on the critical path at 3
* Number of antenna repair diodes at 0
* Total length of routed wires at roughly 970 um
* Initial antenna violation count at 0
* Data required, critical path at between 1500 and 2000 ps
* Clock root buffer master: sky130_fd_sc_hd__clkbuf_8
* Power spent charging and discharging nets at ~110 uW
* Io pins at 17
* Worst slack, placed at 40.9 ps
* Synth Area per Inst at about 17 sq um
* Worst setup startpoint: c_enable[4]
* Clock buffer depth at 2
* Number of remaining DRC errors at 0
* Final period util at between 80% and 90%
* Type of origin of the critical path: primary input
* Number of buffers added by the clock tree synthesis step at 3
* Insertion Delay late pin at between 200 and 250 ps
* Worst supply voltage drop on vdd at between 0.15 and 0.2 mV
* Cts hold-fix bufs at 0
* Met3 usage at approximately 2.3%
* WL/cell at between 9 and 10 um
* Final count of pins violating max slew at 0
* Cells on Worst Hold Path at 0
* Synthesized chip area reported by yosys at 622 sq um
* Global-route wire length before repair at 1550 um
* Worst hold-check path type: register to register
* Sw Ratio at ~16%
* Unrepaired setup endpoints after global routing: false
* Number of global-route vias before repair at around 330
* Ratio of routed vias to standard cells at 3.48
* Largest net degree at the start of global routing at 10
* Biggest cell delay along the critical path at roughly 400 ps
* Critical path's slowest cell: sky130_fd_sc_hd__clkdlybuf4s50_1
* DR pass1 iterations at 4
* Level count of the clock H-tree at 1
* Utilization after layout at 24.3%
## final timing paths
| path | to | slack (ps) |
|---|---|---|
| worst max register to register | out1[7] | 760 |
| worst min register to register | store[7] | 480 |
| worst min-delay path | store[7] | 480 |
| worst max-delay path | store[5] | 330 |
## state kept, by name (all words and copies together) (netlist names)
signal  cells
store       8
out1        8
## power by group through the flow
stage / combinational, mW / clock (mW) / sequential, mW
6_report: 0.0192 / 0.245 / 0.384
5_1_grt: 0.0206 / 0.269 / 0.384
4_1_cts: 0.0194 / 0.249 / 0.384
## cells in the final DEF (no fill, tap or decap)
cell type                         Yosys  layout
sky130_fd_sc_hd__buf_4                0       1
sky130_fd_sc_hd__clkdlybuf4s50_1      0      16
sky130_fd_sc_hd__clkbuf_8             0       3
sky130_fd_sc_hd__xor2_1               3       3
sky130_fd_sc_hd__and3_1               2       2
sky130_fd_sc_hd__nand3_2              1       1
sky130_fd_sc_hd__nor3_2               1       1
sky130_fd_sc_hd__nor4_1               1       1
sky130_fd_sc_hd__nand3_1              2       2
sky130_fd_sc_hd__clkinv_1             0       1
sky130_fd_sc_hd__ha_1                 1       1
sky130_fd_sc_hd__edfxtp_1            16      16
sky130_fd_sc_hd__xnor2_1              3       3
sky130_fd_sc_hd__nor3_1               1       1
sky130_fd_sc_hd__inv_1                1       1
sky130_fd_sc_hd__nor2_1               2       2
sky130_fd_sc_hd__nand2_1              3       3
## cells by family after synthesis
kind of cell | after synthesis | synth area share, %
XOR/XNOR | 6 | 8.45
adder cells (fa/ha/maj) | 1 | 2.01
buffers and inverters | 1 | 0.603
flip-flops | 16 | 77.3
AND/OR/NAND/NOR | 13 | 11.7
## per-layer routing
metal,wire [um],vias up
li1,-,180
met1,373,166
met2,425,17
met3,152,6
met4,23,0
met5,0,-
## area by class of cell
class                   instances  area, sq um
clock inverters                 1         3.75
multi-input cells              20          138
clock buffers                   3         41.3
well taps                      48         60.1
fillers                       385         2790
flip-flops and latches         16          480
inverters                       1         3.75
repair buffers                 17          168
## metrics by stage
step | cell area [sq um] | std cells
after floorplan | 622 | 37
after global placement | 850 | 102
after detailed placement | 850 | 102
after CTS | 895 | 106
after global routing | 895 | 106
final | 895 | 106
## cells in the mapped netlist, drive strengths merged
cell type   n  area (sq um)
and3        2          12.5
edfxtp     16           480
nand3       3          20.0
xnor2       3          26.3
inv         1          3.75
nor2        2          7.51
xor2        3          26.3
nor3        2          15.0
nand2       3          11.3
ha          1          12.5
nor4        1          6.26
No activity file was given, so power comes from the tool's default toggle rates.
